==> flow/design.v <==
`timescale 1ns / 1ps
module uart_echo(
    input logic clk,
    input logic reset,
    input logic uart_rx_in,
    output logic uart_tx_out,
    output logic debug_rx,
    output logic debug_tx,
    output logic debug_data_ready
    );
    logic[7:0] data_from_rx;
    logic[7:0] data_to_tx;
    logic data_ready;  
    logic start_transmit;  
    logic echo_start;  
    logic framing_error;
    logic tx_busy;
    uart_rx receiver(
        .clk            (clk),
        .reset          (reset),
        .rx_in          (uart_rx_in),
        .data_received  (data_from_rx),
        .data_ready     (data_ready),
        .framing_error  (framing_error)
        );
    uart_tx transmitter(
        .clk            (clk),
        .reset          (reset),
        .tx_start       (start_transmit),
        .data_in        (data_to_tx),
        .tx_out         (uart_tx_out),
        .tx_busy        (tx_busy)
        );
     always_ff @(posedge clk) begin
        if(reset) begin
            start_transmit <= 0;
            data_to_tx <= 8'b0;
        end
        else begin
            if(data_ready)
                echo_start <= 1'b1;
            else
                echo_start <= 1'b0;
            if(echo_start) begin
                start_transmit <= 1'b1;
                data_to_tx <= data_from_rx;
            end
            else 
                start_transmit <= 1'b0;
        end
     end
     assign debug_rx = uart_rx_in;
     assign debug_tx = uart_tx_out;
     assign debug_data_ready = data_ready;
endmodule
`timescale 1ns / 1ps
module uart_rx(
    input logic clk,
    input logic reset,
    input logic rx_in,
    output logic[7:0] data_received,
    output logic data_ready,
    output logic framing_error
    );
    localparam clk_freq = 32'd12_000_000;
    localparam baudrate = 32'd9600;
    localparam cycles_per_tick = clk_freq / (baudrate * 16);  
    logic[15:0] timer_counter;
    logic timer_tick;
    logic[7:0] tick_counter;
    logic bit_done;  
    logic rx_in_metas;  
    logic rx_in_sync;  
    typedef enum logic[1:0] {
        IDLE,
        START,
        DATA,
        STOP
    } rx_states;
    rx_states state, next_state;
    logic[7:0] buffer;
    logic data_done;
    logic[3:0] data_counter;
    logic start_check;  
    logic stop_check;  
    always_ff @(posedge clk) begin
        if(reset | (state == IDLE) | (timer_counter == cycles_per_tick - 1)) 
            timer_counter <= 0;
        else
            timer_counter <= timer_counter + 1;
    end
    assign timer_tick = (timer_counter == cycles_per_tick - 1); 
    always_ff @(posedge clk) begin
        if(reset) begin
            rx_in_metas <= 0;
            rx_in_sync <= 0;
        end
        else begin
            rx_in_metas <= rx_in;
            rx_in_sync <= rx_in_metas;
        end
    end
    always_comb begin
        case (state)
            IDLE: next_state = rx_in_sync ? IDLE : START;
            START: next_state = bit_done ? (start_check ? DATA : IDLE) : START;
            DATA: next_state = data_done ? STOP : DATA;
            STOP: next_state = bit_done ? IDLE : STOP;
            default: next_state = IDLE;
        endcase
    end   
    always_ff @(posedge clk) begin
        if(reset) begin
            state <= IDLE;
            tick_counter <= 0;
            data_counter <= 0;
            buffer <= 0;
            start_check <= 0;
            stop_check <= 0;
            data_received <= 0;
        end
        else begin
            state <= next_state;
            if ((state == STOP) && (next_state == IDLE))
                data_received <= buffer;
            if(timer_tick) begin 
                if(tick_counter == 8'd15) begin  
                    tick_counter <= 0;
                    if(state == DATA) begin
                        if(data_counter == 3'd7)
                            data_counter <= 0;
                        else
                            data_counter <= data_counter + 1;
                        stop_check <= 0;
                        start_check <= 0;
                    end
                end
                else if(tick_counter == 8'd7) begin   
                    tick_counter <= tick_counter + 1;
                    if(state == START)
                        start_check <= ~rx_in_sync;
                    else if(state == STOP)
                        stop_check <= rx_in_sync;
                    else if(state == DATA)
                        buffer[data_counter] <= rx_in_sync;
                end
                else
                    tick_counter <= tick_counter + 1;
            end
        end
    end
    assign bit_done = (tick_counter == 8'd15) && timer_tick;
    assign data_done = (data_counter == 3'd7) && bit_done;
    assign data_ready = (state == STOP) && (next_state == IDLE) && stop_check;
    assign framing_error = (state == STOP) && (next_state == IDLE) && ~stop_check;
endmodule
`timescale 1ns / 1ps
module uart_tx(
    input logic clk,
    input logic reset,
    input logic tx_start,
    input logic[7:0] data_in,
    output logic tx_out,
    output logic tx_busy
    );
    localparam clk_freq = 32'd12_000_000;
    localparam baudrate = 32'd9600;
    localparam baud_cycles = clk_freq / baudrate;
    logic[31:0] baud_counter;
    logic baud_tick;
    typedef enum logic[1:0] {
        IDLE,
        START,
        DATA,
        STOP
    } tx_states;
    tx_states state, next_state;
    logic[7:0] buffer;
    logic data_done;
    logic[3:0] data_counter;
    always_ff @(posedge clk) begin
        if(reset | (state == IDLE) | (baud_counter == baud_cycles - 1)) 
            baud_counter <= 0;
        else
            baud_counter <= baud_counter + 1;
    end
    assign baud_tick = (baud_counter == baud_cycles - 1);    
    always_comb begin
        case (state)
            IDLE: next_state = tx_start ? START : IDLE;
            START: next_state = baud_tick ? DATA : START;
            DATA: next_state = data_done ? STOP : DATA;
            STOP: next_state = baud_tick ? IDLE : STOP;
            default: next_state = IDLE;
        endcase
    end
    always_ff @(posedge clk) begin
        if(reset)
            buffer <= 0;
        else if((state == IDLE) && (next_state == START))
            buffer <= data_in;
    end
    always_ff @(posedge clk) begin
        if (reset) begin
            state <= IDLE;
            data_counter <= 0;
        end
        else begin
            if (state == DATA) begin  
                if (baud_tick) begin
                    if (data_counter == 4'd7) 
                        data_counter <= 0;
                    else 
                    data_counter <= data_counter + 1;
                end
            end
            state <= next_state;    
        end
    end
    assign data_done = ((data_counter == 4'd7) && baud_tick);
    always_comb begin
        case(state) 
            IDLE: begin 
                tx_out = 1;
                tx_busy = 0;
                end
            START: begin
                tx_out = 0;
                tx_busy = 1;
                end
            DATA: begin
                tx_out = buffer[data_counter];
                tx_busy = 1;
                end
            STOP: begin
                tx_out = 1;
                tx_busy = 1;
                end
             default: begin
                tx_out = 1;
                tx_busy = 0;
                end
        endcase
    end
endmodule
==> flow/run.sh <==
#!/bin/bash
# OpenROAD 26Q1-2900-gdf79404cd8, Yosys 0.63+post, stock flow scripts
make -C /OpenROAD-flow-scripts/flow DESIGN_CONFIG=/design/flow/config.mk WORK_HOME=/design/flow/orfs finish
==> flow/config.mk <==
export PLATFORM = sky130hd
export DESIGN_NAME = uart_echo
export DESIGN_NICKNAME = uart_echo
export VERILOG_FILES = /design/flow/design.v
export SDC_FILE = /design/flow/constraint.sdc
export NUM_CORES = 4
export LEC_CHECK = 1
export CORE_UTILIZATION = 30
==> flow/constraint.sdc <==
current_design uart_echo

set clk_period 3.9
set clk_io_pct 0.2

create_clock -name clk0 -period $clk_period [get_ports {clk}]

set non_clock_inputs [all_inputs -no_clocks]
set_input_delay [expr $clk_period * $clk_io_pct] -clock clk0 $non_clock_inputs
set_output_delay [expr $clk_period * $clk_io_pct] -clock clk0 [all_outputs]
==> impl_metrics.xml <==
<?xml version="1.0" encoding="UTF-8"?>
<metrics>
  <group name="run_status">
    <metric name="status" unit="">complete, no violations</metric>
  </group>
  <group name="worst_setup_path">
    <metric name="setup.worst_path.start_class" unit="">flop</metric>
    <metric name="setup.worst_path.class" unit="">flop to output pin</metric>
    <metric name="worst-path-max-fanout" unit="">8</metric>
    <metric name="timing.reg2reg.worst_path_depth" unit="">7</metric>
    <metric name="crit_arrival" unit="ns">2.43</metric>
    <metric name="worst_setup_path_end_kind" unit="">output pin</metric>
    <metric name="worstPathRequired" unit="ns">3.12</metric>
  </group>
  <group name="layout">
    <metric name="syn_to_final_growth" unit="%">10.5</metric>
    <metric name="post_route_cells_drive_above_1_share" unit="%">6.84</metric>
    <metric name="stdcell_area" unit="mm²">0.00572</metric>
    <metric name="stdcell_count" unit="">805</metric>
    <metric name="final_common_cell" unit="">dfxtp_1</metric>
    <metric name="fillerInstances" unit="">1674</metric>
    <metric name="lay_top_cells" unit="">dfxtp_1 (109), nor2_1 (91), nand2_1 (45), nand3_1 (39), xnor2_1 (26)</metric>
  </group>
  <group name="grt">
    <metric name="grt_start_max_net_pins" unit="">56</metric>
    <metric name="number_of_global_route_vias_before_repair" unit="">3640</metric>
    <metric name="global_route.overflow_total" unit="">0</metric>
    <metric name="grt_use_total" unit="%">11.5</metric>
    <metric name="grt_first_pass_wirelength" unit="µm">17000</metric>
    <metric name="number_of_antenna_violations_at_the_first_check_in_global_routing" unit="">0</metric>
  </group>
  <group name="routing">
    <metric name="m1WireLength" unit="µm">5110</metric>
    <metric name="wire_per_inst" unit="µm">12.1</metric>
    <metric name="firstDrtPassIters" unit="">7</metric>
    <metric name="drtAntennaViolNets" unit="">0</metric>
    <metric name="drc" unit="">0</metric>
    <metric name="vias_per_cell" unit="">4.93</metric>
    <metric name="antenna-diode-count" unit="">0</metric>
    <metric name="detailroute.wirelength.met3" unit="µm">326</metric>
    <metric name="routed_wirelength" unit="µm">9720</metric>
    <metric name="met2_length" unit="µm">4160</metric>
    <metric name="top_signal_layer_used" unit="">met4</metric>
    <metric name="dr.first_iter.drc_count" unit="">330</metric>
    <metric name="num_vias" unit="">3971</metric>
  </group>
  <group name="final_timing">
    <metric name="final.hold.worst_slack" unit="ns">0.448</metric>
    <metric name="report.final.setup_viol" unit="">0</metric>
    <metric name="final-hold-violation-count" unit="">0</metric>
    <metric name="grt_setup_unrepaired" unit="">false</metric>
    <metric name="relSlewSlack" unit="%">47.2</metric>
    <metric name="finalMaxSlewViolations" unit="">0</metric>
    <metric name="setup_total_negative_slack" unit="ns">0</metric>
    <metric name="max_clock_skew" unit="ns">0.00539</metric>
    <metric name="fmax" unit="GHz">0.311</metric>
    <metric name="worstMarginPinSlew" unit="ns">0.792</metric>
    <metric name="final_min_period_over_clock_period" unit="%">82.4</metric>
    <metric name="timing.final.crit_period" unit="ns">3.21</metric>
  </group>
  <group name="logic_synthesis">
    <metric name="yosys.stat.seqShare" unit="%">42.7</metric>
    <metric name="netlist_logic_family_top" unit="">simple AND/OR/NAND/NOR gates</metric>
    <metric name="synthXorXnorAreaFrac" unit="%">8.63</metric>
    <metric name="post_synth_num_cell_types" unit="">54</metric>
    <metric name="topCellsByArea" unit="">dfxtp_1 (42%), nor2_1 (6.6%), xnor2_1 (4.4%), xor2_1 (4.2%), mux2i_1 (4.1%)</metric>
    <metric name="ys_async_sr_fraction" unit="%">0</metric>
    <metric name="post_synth.cell_area_avg" unit="µm²">8.82</metric>
    <metric name="yosysWarningCount" unit="">3</metric>
    <metric name="yosys-stat-area" unit="mm²">0.00518</metric>
    <metric name="yosys.area_share.simple" unit="%">29.7</metric>
    <metric name="synthFlopType" unit="">dfxtp_1</metric>
    <metric name="synth_top_area_share" unit="%">42.1</metric>
    <metric name="and_or_or_and_cells_area_fraction" unit="%">7.13</metric>
    <metric name="edf_count" unit="">1</metric>
    <metric name="synth_area" unit="mm²">0.00518</metric>
    <metric name="yosys-mux-area-fraction" unit="%">5.36</metric>
    <metric name="syn-instance-count" unit="">587</metric>
    <metric name="ys_sh_adder" unit="%">2.66</metric>
    <metric name="numSynthFlops" unit="">110</metric>
    <metric name="synthDominantAreaCellType" unit="">dfxtp_1</metric>
    <metric name="yosys_stat_cell_total" unit="">587</metric>
  </group>
  <group name="die">
    <metric name="ios" unit="">7</metric>
    <metric name="floorplan.rows" unit="">47</metric>
    <metric name="floorplan.die.width" unit="µm">133</metric>
    <metric name="chipHeight" unit="µm">133</metric>
    <metric name="initial_core_util" unit="%">31.0</metric>
    <metric name="chip_area" unit="mm²">0.0178</metric>
    <metric name="placeable_core_region" unit="mm²">0.0167</metric>
  </group>
  <group name="cts">
    <metric name="numCtsBuffers" unit="">9</metric>
    <metric name="cts_sinks" unit="">110</metric>
    <metric name="cts_tree" unit="">built</metric>
    <metric name="clockBufferDepth" unit="">2</metric>
    <metric name="clk_root_buffer_cell" unit="">clkbuf_16</metric>
    <metric name="cts.htree.levels" unit="">3</metric>
    <metric name="clk_latency" unit="ns">0.34</metric>
    <metric name="postCtsSetupRepairBufs" unit="">0</metric>
    <metric name="clk_slew_on_worst_s_h_paths" unit="ns">0.07</metric>
    <metric name="count_of_instances_resized_after_the_clock_tree_is_built" unit="">0</metric>
    <metric name="hold_bufs_inserted_after_cts" unit="">0</metric>
  </group>
  <group name="place">
    <metric name="dp_cells" unit="">789</metric>
    <metric name="placed_area" unit="mm²">0.00541</metric>
    <metric name="port-buffer-count" unit="">6</metric>
    <metric name="hpwl" unit="µm">6390</metric>
    <metric name="place.gp.congestion" unit="">0.851</metric>
  </group>
  <group name="worst_hold_path">
    <metric name="hold_depth" unit="">1</metric>
    <metric name="timing.hold.worst.class" unit="">flop to flop</metric>
  </group>
  <group name="power_and_ir_drop">
    <metric name="ir_worst_vdd" unit="µV">198</metric>
    <metric name="leakagePower" unit="nW">1.77</metric>
    <metric name="power_per_cell_area" unit="mW/mm²">369</metric>
  </group>
  <group name="run">
    <metric name="max_cap_violations" unit="">0</metric>
    <metric name="warnings" unit="">31</metric>
  </group>
</metrics>
## per-stage QoR
stage	util (%)	power, W	worst slack, ns
finish	34.2	0.00211	0.686
global route	34.2	0.00219	0.468
CTS	34.2	0.00214	0.649
detailed placement	32.4	0.00120	1.02
global placement	32.4	0.00120	1.04
floorplan	-	0.00119	1.60
## per-layer routing
layer | GRT usage, % | vias to the layer above
li1 | - | 2038
met1 | 17.7 | 1849
met2 | 17.7 | 72
met3 | 1.94 | 12
met4 | 1.39 | 0
met5 | 0 | -
## where the power goes
| part | internal, W | switching [W] | leakage [nW] |
|---|---|---|---|
| registers | 0.00113 | 0.00000693 | 0.890 |
| logic | 0.0000126 | 0.0000279 | 0.731 |
| clock network | 0.000507 | 0.000427 | 0.147 |
## path summary, 6_finish.rpt
path | startpoint | to | slack, ns
max | receiver.timer_counter[0] | debug_data_ready | 0.69
min | receiver.rx_in_metas | receiver.rx_in_sync | 0.45
max reg2reg | transmitter.baud_counter[0] | transmitter.baud_counter[25] | 1.43
min reg2reg | receiver.rx_in_metas | receiver.rx_in_sync | 0.45
## registers in the layout, indices dropped and copies added, names as in the netlist
name                      cells
data_to_tx                    8
echo_start                    1
receiver.buffer               8
receiver.data_counter         4
receiver.data_received        8
receiver.rx_in_metas          1
receiver.rx_in_sync           1
receiver.start_check          1
receiver.state                4
receiver.stop_check           1
receiver.tick_counter         8
receiver.timer_counter       16
start_transmit                1
transmitter.baud_counter     32
transmitter.buffer            8
transmitter.data_counter      4
transmitter.state             4
## Yosys cell counts, types with 3 or more instances
library cell	instances
dfxtp_1	109
nor2_1	91
nand2_1	45
nand3_1	39
xnor2_1	26
xor2_1	25
a21oi_1	23
mux2i_1	21
inv_1	18
clkbuf_1	16
nand4_1	16
nor3_1	13
ha_1	11
nor4_1	11
nor2b_1	9
nor3b_1	9
o221ai_1	9
and3_1	7
buf_2	7
nor4_2	6
o21ai_0	5
o21ai_1	5
or3_1	5
a311o_1	4
and4_1	4
a31o_1	3
and2_1	3
and3b_1	3
buf_4	3
nor2_2	3
nor4b_1	3
o32ai_1	3
or2_1	3
or4_1	3
## worst max-delay path: stages, from the launching register on
cell,delay (ns)
dfxtp_1,0.39
ha_1,0.17
nor3b_1,0.28
nand4_2,0.28
nor3_1,0.29
and2_1,0.20
clkdlybuf4s50_1,0.48
## kinds of logic after synthesis
kind of cell	Yosys count
buffers and inverters	47
DFF	110
AOI/OAI and AO/OA	56
xor gates and xnor gates	51
and+or+nand+nor	287
muxes	25
adders and majority gates	11
## layout make-up
| cell class | count | area [µm²] | share of cell area [%] |
|---|---|---|---|
| tap | 220 | 275 | 4.81 |
| multi-input combinational | 430 | 2770 | 48.4 |
| clock inverter | 7 | 81.3 | 1.42 |
| clock buffer | 9 | 225 | 3.94 |
| sequential | 110 | 2210 | 38.7 |
| inverter | 19 | 71.3 | 1.25 |
| timing repair buffer | 10 | 85.1 | 1.49 |
No activity file was given, so power comes from the tool's default toggle rates.
